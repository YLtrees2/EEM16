File: flow/run.sh
#!/bin/bash
# OpenROAD 26Q1-2900-gdf79404cd8, Yosys 0.63+post, stock flow scripts
make -C /OpenROAD-flow-scripts/flow DESIGN_CONFIG=/design/flow/config.mk WORK_HOME=/design/flow/orfs finish
File: flow/config.mk
export PLATFORM = sky130hd
export DESIGN_NAME = LED_Driver
export DESIGN_NICKNAME = LED_Driver
export VERILOG_FILES = /design/flow/design.v
export SDC_FILE = /design/flow/constraint.sdc
export NUM_CORES = 4
export LEC_CHECK = 1
export CORE_AREA = 10 10 113 113
export DIE_AREA = 0 0 123 123
File: flow/constraint.sdc
current_design LED_Driver

set clk_period 4.3
set clk_io_pct 0.2

create_clock -name clk0 -period $clk_period [get_ports {clk}]

set non_clock_inputs [all_inputs -no_clocks]
set_input_delay [expr $clk_period * $clk_io_pct] -clock clk0 $non_clock_inputs
set_output_delay [expr $clk_period * $clk_io_pct] -clock clk0 [all_outputs]
File: flow/design.v
`timescale 1ns / 1ps
module clock_div(
    input clk,
    input rst,
    input [28:0] speed,  
    output reg new_clk
    );
    reg [27:0] count;
    always @ (posedge(clk),posedge(rst))
    begin
        if (rst == 1'b1)
        begin 
            count = 28'b0;   
            new_clk = 1'b0;            
        end
        else if (count == speed)
        begin
            count = 28'b0;
            new_clk = ~new_clk;
        end
        else
        begin
            count = count + 1'b1;
            new_clk = new_clk;
        end
    end
endmodule
module Charlieplexer(
   input clk,
   input [35:0] led_array_state,
   output reg [5:0] row,
   output reg [5:0] col,
   output reg emit 
   );
initial
begin
 row[0]=led_array_state[0]|led_array_state[1]|led_array_state[2]|led_array_state[3]|led_array_state[4]|led_array_state[5];
  row[1]=led_array_state[6]|led_array_state[7]|led_array_state[8]|led_array_state[9]|led_array_state[10]|led_array_state[11];
  row[2]=led_array_state[12]|led_array_state[13]|led_array_state[14]|led_array_state[15]|led_array_state[16]|led_array_state[17];
  row[3]=led_array_state[18]|led_array_state[19]|led_array_state[20]|led_array_state[21]|led_array_state[22]|led_array_state[23];
  row[4]=led_array_state[24]|led_array_state[25]|led_array_state[26]|led_array_state[27]|led_array_state[28]|led_array_state[29];
  row[5]=led_array_state[30]|led_array_state[31]|led_array_state[32]|led_array_state[33]|led_array_state[34]|led_array_state[35];
  col[0]=led_array_state[0]|led_array_state[6]|led_array_state[12]|led_array_state[18]|led_array_state[24]|led_array_state[30];
  col[1]=led_array_state[1]|led_array_state[7]|led_array_state[13]|led_array_state[19]|led_array_state[25]|led_array_state[31];
  col[2]=led_array_state[2]|led_array_state[8]|led_array_state[14]|led_array_state[20]|led_array_state[26]|led_array_state[32];
  col[3]=led_array_state[3]|led_array_state[9]|led_array_state[15]|led_array_state[21]|led_array_state[27]|led_array_state[33];
  col[4]=led_array_state[4]|led_array_state[10]|led_array_state[16]|led_array_state[22]|led_array_state[28]|led_array_state[34];
  col[5]=led_array_state[5]|led_array_state[11]|led_array_state[17]|led_array_state[23]|led_array_state[29]|led_array_state[35];
end
endmodule
module buffer_translator(
    input [5:0] row,
    input [5:0] col,
    input emit,
    output reg [6:0] en,
    output reg [6:0] ctrl
);
  initial
    begin
      en[0]=(row[0]|(col[0]&(row[1]|row[2]|row[3]|row[4]|row[5])))&emit;
      en[1]=((col[0]&row[0])|row[1]|(col[1]&(row[2]|row[3]|row[4]|row[5])))&emit;
      en[2]=((col[1]&(row[0]|row[1]))|row[2]|(col[2]&(row[3]|row[4]|row[5])))&emit;
      en[3]=((col[2]&(row[0]|row[1]|row[2]))|row[3]|(col[3]&(row[4]|row[5])))&emit;
      en[4]=((col[3]&(row[0]|row[1]|row[2]|row[3]))|row[4]|(col[4]&row[5]))&emit;
      en[5]=((col[4]&(row[0]|row[1]|row[2]|row[3]|row[4]))|row[5])&emit;
      en[6]=(col[5]&(row[0]|row[1]|row[2]|row[3]|row[4]|row[5]))&emit;
      ctrl[0]=(!row[0])&emit;
      ctrl[1]=(!row[1])&emit;
      ctrl[2]=(!row[2])&emit;
      ctrl[3]=(!row[3])&emit;
      ctrl[4]=(!row[4])&emit;
      ctrl[5]=(!row[5])&emit;
      ctrl[6]=(col[5])&emit;
    end
endmodule
module LED_Driver(
    input clk,
    input btnC,
    output reg [7:0] JA,
    output reg [15:0] led
    );
    wire sm_clk;
    wire tester_clk;
    reg [1:0] counter;
    clock_div clock_Div(
    .clk(clk),
    .rst(btnC),
    .speed(28'd50000000),
    .new_clk(tester_clk)
    );
    clock_div clock_Div2(
    .clk(clk),
    .rst(btnC),
    .speed(28'd2500),
    .new_clk(sm_clk)
    );
    reg [35:0] grid_state;  
    wire [5:0] arr_row;  
    wire [5:0] arr_col;
    wire led_emit;  
    wire [6:0] buffer_en;   
    wire [6:0] buffer_ctrl;
    Charlieplexer Charlie(
    .clk(sm_clk),
    .led_array_state(grid_state),
    .row(arr_row),
    .col(arr_col),
    .emit(led_emit)
    );
    buffer_translator BT(
    .row(arr_row),
    .col(arr_col),
    .emit(led_emit),
    .en(buffer_en),
    .ctrl(buffer_ctrl)
    );
    always @ (*)
    begin
      JA[0] = buffer_en[0] ? buffer_ctrl[0] : 1'bZ;
      JA[1] = buffer_en[1] ? buffer_ctrl[1] : 1'bZ;
      JA[2] = buffer_en[2] ? buffer_ctrl[2] : 1'bZ;
      JA[3] = buffer_en[3] ? buffer_ctrl[3] : 1'bZ;
      JA[4] = buffer_en[4] ? buffer_ctrl[4] : 1'bZ;
      JA[5] = buffer_en[5] ? buffer_ctrl[5] : 1'bZ;
      JA[6] = buffer_en[6] ? buffer_ctrl[6] : 1'bZ;
      JA[7] = 1'bZ;
    end
    always @ (posedge(tester_clk))
    begin
        case (counter)
             2'b00:
             begin
                grid_state = 36'b000000_000111_000001_000011_000001_000111;
             end
             2'b01:
             begin
                grid_state = 36'b000000_111000_001000_011000_001000_111000;
             end
             2'b10:
             begin
                grid_state = 36'b000000_111111_100101_111111_101101_111111;
             end
             2'b11:
             begin
                grid_state = 36'b000000_001100_010010_100001_000000_010010;
             end
        endcase
        led[1:0] = counter; 
        counter = counter + 1'b1;
    end
endmodule
==> out/metrics.csv <==
metric,value,unit
M3 GR Usage,0.740,%
Setup crit start,clock_Div.count[0]$_DFF_PP0_,
Fin Setup TNS,0,ps
CTS tree,built,
CTS H-Tree Depth,2,
Achievable Freq,479,MHz
core area,0.0103,mm²
top cell type by total area after synthesis,dfrtp_1,
P&R area growth vs syn,11.1,%
top cells by area,"dfrtp_1 (41%), buf_4 (9.4%), xnor2_1 (5.5%)",
antenna violations before repair,0,
Vias/cell,3.73,
"count leader, synth",dfrtp_1,
YS warnings,27,
number of global-route vias before repair,1197,
chip area,0.0151,mm²
"Avg Cell Area, Syn",9.74,µm²
Final Max Tran Viols,0,
Port Buffers,3,
GP Congestion,0.918,
critical path type,flop to flop,
Ant. Diodes,0,
design area,0.00195,mm²
"FFs w/ async S/R, synth",87.9,%
fraction of layout cells with a size suffix above 1,5.91,%
Num CTS Buffers,5,
initial core utilization,17.0,%
number of unconstrained endpoints,6,
Hold Crit Start,clock_Div.count[27]$_DFF_PP0_,
r2r endpoint,clock_Div.count[22]$_DFF_PP0_,
ANT nets after route,0,
Clock Latency Late Sink,280,ps
Top-area cell share,41.4,%
"Cell Area, Synth",0.00175,mm²
max_cap viols,0,
RSZ-0062 raised after global routing,no,
WP data arrival,2290,ps
DP HPWL,2.38,mm
Worst Hold Depth,1,
"Chip Area, Yosys",0.00175,mm²
chip height,123,µm
r2r startpoint,clock_Div.count[0]$_DFF_PP0_,
hold endpoint,clock_Div.count[27]$_DFF_PP0_,
endpoints failing hold,0,
total grt overflow,0,
largest net degree at the start of global routing,30,
remaining routing DRC violations,0,
cells on worst reg2reg path,5,
LEAKAGE,0.835,nW
maximum vdd drop,0.0911,mV
register pins left without a clock,4,
cell count listed in synth_stat.txt,180,
wire length per cell,9.86,µm
Longest Clk Path Bufs,2,
DR iter-0 viols,62,
register clock-pin slew on the reported worst setup and hold paths,60,ps
First-pass DRT Iterations,4,
GRT Total Usage,4.21,%
root buffer cell,clkbuf_8,
FF-to-FF setup slack,2210,ps
Final Skew,3.82,ps
Startpoint Class,flop,
setup bufs post-CTS,0,
PwrDens,257,mW/mm²
worst-path fanout max,11,
row count,37,
Post-synth regs,33,
IO Pins,26,
final period utilization,48.5,%
GRT Max-Usage Layer,met2,
Unique masters post-synth,31,
overall die width,123,µm
synth cell count leaders,"dfrtp_1 (29), buf_4 (22), nand3_1 (13)",
met1 usage,5.84,%
crit path DRT,4500,ps
status,finished clean,
register area share after synthesis,46.0,%
OpenROAD warning count,26,
Cells after Synth,180,
Min-Delay Path Class,flop to flop,
Setup crit end kind,flop,
min cycle time layout,2090,ps
Vias,1201,
Post-synth EDFFs,0,
first-pass GRT wire length,5.43,mm
final wirelength,3.18,mm
Most used DFF post-synth,dfrtp_1,
PostCTS Resize Cnt,0,
Setup Viol. Count Final,0,
hold buffers post-CTS,0,
M2 GR Usage,6.76,%
Post-DP Area,0.00186,mm²
-- worst max-delay path by stage --
stage | to | slack [ps]
CTS | clock_Div.count[22]$_DFF_PP0_ | 2240
global route | clock_Div.count[22]$_DFF_PP0_ | 2110
finish | clock_Div.count[22]$_DFF_PP0_ | 2210
-- layout make-up --
cell class              count  area (µm²)
inverters                   7        26.3
clock buffers               7        86.3
well taps                 136         170
repair buffers              5        45.0
fillers                  1122        8380
multi-input cells         134         815
flip-flops and latches     33         806
-- registers in the layout (all words and copies together), names as in the netlist --
name,cells
counter,2
led,2
clock_Div.new_clk,1
clock_Div.count,28
-- through the flow --
stage               hold WS, ps  setup slack (ps)  utilization, %  instances  power (mW)
floorplan                   443              2540               -        201       0.296
global placement            474              2290            18.0        315       0.287
detailed placement          461              2260            18.0        315       0.287
CTS                         485              2240            18.9        322       0.509
global route                504              2110            18.9        322       0.523
finish                      483              2210            18.9        322       0.500
-- cells by family after synthesis --
| family | after synthesis | share of synthesized area, % |
|---|---|---|
| simple gates | 75 | 24.9 |
| buf+inv | 34 | 12.1 |
| flops | 33 | 46.0 |
| xor+xnor | 20 | 9.99 |
| compound gates | 13 | 4.28 |
| fa+ha+maj | 2 | 1.43 |
| mux | 2 | 1.14 |
| other cells | 1 | 0.214 |
-- worst max-delay path, cell delays in order, from the launching register on --
cell and delay, ps:
dfrtp_1 450, ha_1 260, and2_1 170, nand4_1 360
or4_1 620, a21oi_1 160
-- power by group --
part           internal (mW)  leakage [nW]  switching [mW]
registers              0.273         0.430               0
clock network          0.126        0.0443          0.0927
logic                0.00146         0.361         0.00629
-- layer usage --
| metal | part of all wire [%] | wire (µm) | vias up |
|---|---|---|---|
| met3 | 4.7 | 149 | 7 |
| met5 | 0 | 0 | - |
| met4 | 2.7 | 87 | 0 |
| met1 | 49 | 1570 | 562 |
| li1 | - | - | 596 |
| met2 | 43 | 1370 | 36 |
-- cells in the final DEF, fill, tap and decap left out, types with 4 or more instances in the layout --
master | netlist | final
dfxtp_1 | 4 | 4
a21oi_1 | 5 | 5
o21ai_0 | 4 | 4
nor3_1 | 4 | 4
conb_1 | 1 | 22
nor2_1 | 12 | 12
clkbuf_8 | 0 | 6
nor4b_1 | 4 | 4
xor2_1 | 9 | 9
and3_1 | 5 | 5
nand4_1 | 11 | 11
nand3_1 | 13 | 13
nand2_1 | 7 | 7
inv_1 | 7 | 7
o31ai_1 | 4 | 4
xnor2_1 | 11 | 11
dfrtp_1 | 29 | 29
No activity file was given, so power comes from the tool's default toggle rates.
